### flow/config.mk
export PLATFORM = sky130hd
export DESIGN_NAME = Stopwatch_counter
export DESIGN_NICKNAME = Stopwatch_counter
export VERILOG_FILES = /design/flow/design.v
export SDC_FILE = /design/flow/constraint.sdc
export NUM_CORES = 4
export LEC_CHECK = 1
export CORE_UTILIZATION = 30
### flow/constraint.sdc
current_design Stopwatch_counter

set clk_period 4.2
set clk_io_pct 0.2

create_clock -name clk0 -period $clk_period [get_ports {clk_in}]

set non_clock_inputs [all_inputs -no_clocks]
set_input_delay [expr $clk_period * $clk_io_pct] -clock clk0 $non_clock_inputs
set_output_delay [expr $clk_period * $clk_io_pct] -clock clk0 [all_outputs]
### flow/design.v
`timescale 1ns / 1ps
module Stopwatch_counter(clk_in,resetn,Start_Stop,Seconds_o,Minutes_o,Hours_o,milli_o);
input clk_in, resetn,Start_Stop;
output reg [7:0] Seconds_o, Minutes_o, Hours_o;
output reg [11:0] milli_o;
initial begin
    Seconds_o <= 0;
    Minutes_o <= 0;
    Hours_o <= 0;
    milli_o <= 0;
    end
always@(posedge clk_in or negedge resetn)begin
    if (!resetn)begin
    Seconds_o <= 0;
    Minutes_o <= 0;
    Hours_o <= 0;
    milli_o <= 0;
    end else if(Start_Stop)begin                                   
        milli_o = milli_o + 1;
        if(milli_o[3:0] == 4'b1010)begin
            milli_o[3:0] <= 0;
            milli_o[7:4] = milli_o[7:4] + 1'b1;
            if(milli_o[7:4] == 4'b1010)begin
                milli_o[7:4] <= 0;
                milli_o[11:8] = milli_o[11:8] + 1'b1;
                if(milli_o[11:8] == 4'b1010) begin
                    milli_o[11:8] <= 0;
                    Seconds_o[3:0] <= Seconds_o[3:0] + 1'b1;
                        if(Seconds_o[3:0] == 4'b1001)begin
                            Seconds_o[3:0] <= 0;
                            Seconds_o[7:4] <= Seconds_o[7:4] +1'b1;
                            if(Seconds_o[7:4] == 4'b0101)begin
                                Seconds_o[7:4] <= 0;
                                Minutes_o[3:0] <=Minutes_o[3:0] + 1'b1;
                                if(Minutes_o[3:0] == 4'b1001)begin
                                    Minutes_o[3:0] <= 0;
                                    Minutes_o[7:4] <= Minutes_o[7:4] + 1'b1;
                                    if(Minutes_o[7:4] == 4'b0101)begin
                                        Minutes_o[7:4] <= 0;
                                        Hours_o[3:0] = Hours_o[3:0] + 1'b1;
                                        if(Hours_o[3:0] == 4'b1010)begin
                                            Hours_o[3:0] <= 0;
                                            Hours_o[7:4] = Hours_o[7:4] + 1'b1;
                                        end
                                        if((Hours_o[7:4]>= 4'b0010)&&(Hours_o[3:0]>= 4'b0100))begin
                                            Hours_o[7:0] = 8'b00000000;
                                        end
                                    end
                                end
                            end        
                        end                    
                end                
            end
        end
    end
end
endmodule
### flow/run.sh
#!/bin/bash
# OpenROAD 26Q1-2900-gdf79404cd8, Yosys 0.63+post, stock flow scripts
make -C /OpenROAD-flow-scripts/flow DESIGN_CONFIG=/design/flow/config.mk WORK_HOME=/design/flow/orfs finish
==> out/qor.txt <==
Status: finished clean
DIE AREA: 8690 um^2
Total CTS buffers: 5
Row cnt: 32
Seq cells post-synth: 36
Total tool warning count: 29
DR WL met3: 270 um
First-pass GRT wire length: 9.59 mm
WP data required: 4400 ps
CP arrival: 4090 ps
Hold Buf Count CTS: 0
DR WL/cell: 13.0 um
Share of synthesized registers carrying an async set or reset: 1.00
CTS clock-pin slew for the worst setup and hold paths: 70 ps
DR vias: 2169
Hold path depth: 1
Aggregate global routing overflow: 0
CTS tree: built
CTS sink cnt: 36
Skew-Pair Late Insertion Delay: 280 ps
Slew @ Worst Pin: 580 ps
Worst vdd ir: 0.000191 V
Core ar.: 7890 um^2
Die width: 93.2 um
Final Worst Setup Slack: 314 ps
CTS Buffer Depth: 2
FF-to-FF setup slack: 310 ps
Total track usage: 0.138
Post-Syn Area per Cell: 8.67 um^2
Initial antenna violation count: 0
Ports: 39
Cell type with the largest total area: dfrtp_1
Ys cells: 288
Seq share, synth: 0.361
Core Util at FP: 0.317
RSZ-0062 raised after global routing: no
Worst-case reg-to-reg path depth: 12
Share of layout cells above drive strength 1: 0.0685
Setup TNS: 0 ps
Final wirelength: 5.49 mm
# DRC: 0
Pin count of the biggest net entering global routing: 37
EDFF count, synth: 0
Vias in the first global route: 1989
Top cells, area: dfrtp_1, nand2_1, xnor2_1
CP Capture Type: flip-flop
Yosys-reported design area after synthesis: 2500 um^2
Post-synthesis cell area: 2500 um^2
Critical R2R Launch: milli_o[1]
Worst-path maximum fanout: 11
R2r endpoint: Hours_o[3]
Post-route cell area: 3030 um^2
Max Clock Freq: 257 MHz
CTS H-tree depth: 2
GP Congestion: 0.899
Worst slew margin: 0.611
WS Path Type: flip-flop to flip-flop
Ys Warns: 1
Pins Over Slew Limit: 0
Routed Antenna Nets: 0
Ys flop type: dfrtp_1
Worst Skew: 4.81 ps
1st-pass router iterations: 4
Critical path launch point: milli_o[1]
I/O Buffers: 38
Placement Cell Area: 2930 um^2
Max Cap Viol: 0
DR iter-0 viols: 126
Dpl ws: 339 ps
Hold path endpoint: Seconds_o[0]
Post-synthesis cell type count: 57
DP HPWL: 3.82 mm
Pwr dens: 372 nW/um^2
Hold crit path type: flip-flop to flip-flop
Hold Path Origin: Seconds_o[0]
Fin util: 0.385
Layout overhead on the synthesized area: 21.4%
Period utilization: 0.925
Area leader share: 0.361
Metal1 wirelength: 2.85 mm
Setup bufs post-CTS: 0
Highest routed layer: met4
Fin crit period: 3890 ps
Clock root buffer master: clkbuf_8
Leakage: 1.26 nW
Chip height: 93.2 um
Antenna diodes: 0
Hold Violations, Final: 0
Endpoints failing setup: 0
Via density: 5.13
Met2 routed WL: 2.35 mm
Syn Inst Count: 288
Worst setup SP type: flip-flop
==> cells by family (layout without fill, tap and decap cells) <==
kind of cell / Yosys count / in the layout / share of synthesized area
AND/OR/NAND/NOR: 124 / 124 / 0.265
XOR/XNOR: 20 / 20 / 0.0701
multiplexers: 3 / 3 / 0.0130
adder cells (fa/ha/maj): 9 / 9 / 0.0451
flip-flops: 36 / 36 / 0.361
AND-OR/OR-AND: 70 / 70 / 0.193
buffers and inverters: 26 / 59 / 0.0536
==> stage by stage <==
step / power [mW] / hold WS, ps / std cells
global route: 1.22 / 509 / 423
global placement: 0.861 / 476 / 416
CTS: 1.14 / 496 / 423
detailed placement: 0.862 / 483 / 416
floorplan: 0.739 / 437 / 288
finish: 1.13 / 495 / 423
==> how the worst max path moves through the flow <==
stage | cells after the start | end
after CTS | 12 | Hours_o[3]
after global routing | 14 | Hours_o[3]
final | 12 | Hours_o[3]
==> per-layer routing <==
metal	GRT usage	up-vias
met5	0	-
met4	0.0103	0
met3	0.0265	2
met2	0.196	50
met1	0.227	1017
li1	-	1100
==> layout by cell type (no fill, tap or decap), drive strengths merged, types with 4 or more instances in the layout <==
master / count
a21o: 5
nand2b: 4
a31oi: 4
dfrtp: 36
buf: 5
nor2: 19
xor2: 5
nor3: 7
or4: 4
o21ai: 18
clkbuf: 7
nand4b: 5
xnor2: 15
clkdlybuf4s50: 37
nor2b: 10
a21oi: 16
nand4: 8
ha: 9
nand3: 10
inv: 10
nand2: 38
==> area by class of cell <==
type | count | area [um^2]
repair buffers | 42 | 405
flip-flops and latches | 36 | 901
fillers | 792 | 4850
clock buffers | 7 | 96.3
inverters | 10 | 37.5
well taps | 102 | 128
multi-input cells | 226 | 1470
==> cell usage after synthesis, types with 3 or more instances <==
master     n
a21o_1     5
a21oi_1   15
a31oi_1    4
and2_1     3
buf_2      5
buf_6      3
clkbuf_1   6
dfrtp_1   36
ha_1       9
inv_1     10
nand2_1   38
nand2b_1   4
nand3_1   10
nand3b_1   3
nand4_1    8
nand4b_1   5
nor2_1    19
nor2b_1   10
nor3_1     6
nor4_1     3
o21a_1     3
o21ai_0   15
o31ai_1    3
or4_1      3
xnor2_1   15
xor2_1     5
==> registers in the layout, indices dropped and copies added, names as in the netlist <==
| register | flops |
|---|---|
| milli_o | 12 |
| Minutes_o | 8 |
| Hours_o | 8 |
| Seconds_o | 8 |
==> where the power goes <==
group / internal (mW) / total [mW] / switching (mW)
combinational: 0.190 / 0.376 / 0.186
sequential: 0.384 / 0.486 / 0.101
clock: 0.146 / 0.267 / 0.121
total: 0.721 / 1.13 / 0.408
==> critical path, cell delays in order, from the launching register on <==
cell and delay [ps]:
dfrtp_1 530, ha_2 340, nand3_1 140, xnor2_1 230, ha_1 220, xor2_1 180, and3_1 180, o21ai_1 100
or2_1 250, or2_0 350, or4_4 660, or4_1 530, o211ai_1 90
==> repair_timing <==
item,CTS,global route
hold endpoints to repair,0,0
setup endpoints to repair,0,3
resized,0,1
Power figures rest on the tool's default switching activity, not on a simulated workload.

[run.sh]
#!/bin/bash
# OpenROAD 26Q1-2900-gdf79404cd8, Yosys 0.63+post, stock flow scripts
make -C /OpenROAD-flow-scripts/flow DESIGN_CONFIG=/design/flow/config.mk WORK_HOME=/design/flow/orfs finish
[config.mk]
export PLATFORM = sky130hd
export DESIGN_NAME = Clock_Counter
export DESIGN_NICKNAME = Clock_Counter
export VERILOG_FILES = /design/flow/design.v
export SDC_FILE = /design/flow/constraint.sdc
export NUM_CORES = 4
export LEC_CHECK = 1
export CORE_UTILIZATION = 40
[constraint.sdc]
current_design Clock_Counter

set clk_period 3.7
set clk_io_pct 0.2

create_clock -name clk0 -period $clk_period [get_ports {clk_in}]

set non_clock_inputs [all_inputs -no_clocks]
set_input_delay [expr $clk_period * $clk_io_pct] -clock clk0 $non_clock_inputs
set_output_delay [expr $clk_period * $clk_io_pct] -clock clk0 [all_outputs]
[design.v]
`timescale 1ns / 1ps
module Clock_Counter(Button,clk_in,set,resetn,Seconds_o,Minutes_o,Hours_o,milli_o);
input Button,clk_in, resetn;
input[5:0] set;
output reg [7:0] Seconds_o, Minutes_o, Hours_o;
output reg [11:0] milli_o;
reg [25:0]clock = 0;
    initial begin
     Seconds_o <= 0;
    Minutes_o <= 0;
    Hours_o <= 0;
    milli_o <= 0;
    end
always@(posedge clk_in or negedge resetn)begin
    if (!resetn)begin
    Seconds_o <= 0;
    Minutes_o <= 0;
    Hours_o <= 0;
    milli_o <= 0;
    end else if(set != 6'b000000) begin 
    clock <= clock + 1'b1;
       if(clock >= 25'd100)begin
                clock <= 0;
               if(set == 6'b000001)begin
                        Seconds_o[3:0] <= Seconds_o[3:0] + 1'b1;
                        if(Seconds_o[3:0] == 4'b1001)begin
                            Seconds_o[3:0] <= 0;
                        end 
               end
               if(set == 6'b000010)begin
                    Seconds_o[7:4] <= Seconds_o[7:4] +1'b1;
                    if (Seconds_o[7:4] ==4'b0101)
                        Seconds_o[7:4] <=0;
               end  
               if(set == 6'b000100)begin
                                Minutes_o[3:0] <= Minutes_o[3:0] + 1'b1;
                                if(Minutes_o[3:0] == 4'b1001)begin
                                    Minutes_o[3:0] <= 0;
                                end
               end  
               if(set ==6'b001000)begin
                            Minutes_o[7:4] <= Minutes_o[7:4] + 1'b1;
                            if(Minutes_o[7:4] >= 4'b0101)begin
                               Minutes_o[7:4] <= 0;    
                            end
               end
               if(set== 6'b010000) begin
                        Hours_o[3:0] = Hours_o[3:0]+1'b1;
                            if(Hours_o[7:0] >= 8'b00100100)begin
                                Hours_o[3:0] <=0;
                            end
                            if(Hours_o[3:0] == 4'b1010)begin
                                Hours_o[3:0] <=0;
                            end
               end 
               if(set ==6'b100000) begin
               Hours_o[7:4] = Hours_o[7:4]+1'b1;
                            if(Hours_o[7:4] == 4'b0010)begin
                                if(Hours_o[3:0]>=4'b0011)
                                Hours_o[3:0] <=0;
                            end
                            if(Hours_o[7:4]==4'b0011)
                                Hours_o[7:4] <= 0;
               end
       end
  end else   begin                                   
        milli_o = milli_o + 1;
        if(milli_o[3:0] == 4'b1010)begin
            milli_o[3:0] <= 0;
            milli_o[7:4] = milli_o[7:4] + 1'b1;
            if(milli_o[7:4] == 4'b1010)begin
                milli_o[7:4] <= 0;
                milli_o[11:8] = milli_o[11:8] + 1'b1;
                if(milli_o[11:8] == 4'b1010) begin
                    milli_o[11:8] <= 0;
                    Seconds_o[3:0] <= Seconds_o[3:0] + 1'b1;
                        if(Seconds_o[3:0] == 4'b1001)begin
                            Seconds_o[3:0] <= 0;
                            Seconds_o[7:4] <= Seconds_o[7:4] +1'b1;
                            if(Seconds_o[7:4] == 4'b0101)begin
                                Seconds_o[7:4] <= 0;
                                Minutes_o[3:0] <=Minutes_o[3:0] + 1'b1;
                                if(Minutes_o[3:0] == 4'b1001)begin
                                    Minutes_o[3:0] <= 0;
                                    Minutes_o[7:4] <= Minutes_o[7:4] + 1'b1;
                                    if(Minutes_o[7:4] == 4'b0101)begin
                                        Minutes_o[7:4] <= 0;
                                        Hours_o[3:0] = Hours_o[3:0] + 1'b1;
                                        if(Hours_o[3:0] == 4'b1010)begin
                                            Hours_o[3:0] <= 0;
                                            Hours_o[7:4] = Hours_o[7:4] + 1'b1;
                                        end
                                        if((Hours_o[7:4]>= 4'b0010)&&(Hours_o[3:0]>= 4'b0100))begin
                                            Hours_o[7:0] = 8'b00000000;
                                        end
                                    end
                                end
                            end        
                        end                    
                end                
            end
        end
    end
end
endmodule
==> flow_metrics.py <==
# Synthesis and PnR figures
metrics = {
    "route": {
        "route.met2.wl_um": 3790,
        "dr_wl_met3_um": 356,
        "final_antenna_net_count": 0,
        "wl_per_cell_um": 14.0,
        "dr.pass1.iters": 4,
        "met1Wirelength_um": 4630,
        "drc": 0,
        "drtIter0Drc": 154,
        "highest_layer": "met4",
        "vias": 3352,
        "num_antenna_cells": 0,
        "viasPerCell": 5.32,
        "wl_um": 8830,
    },
    "worst_setup_path": {
        "critPathMaxFanout": 7,
        "r2r-start": "milli_o[6]$_DFFE_PN0P_",
        "arrival_ns": 3.66,
        "crit_type": "flip-flop to flip-flop",
        "crit_start": "milli_o[6]$_DFFE_PN0P_",
        "crit_path_end_kind": "flip-flop",
        "cp.required_ns": 3.93,
        "worstSetupStartpointType": "flip-flop",
    },
    "placement": {
        "gp_congestion": 0.835,
        "hpwl_um": 6250,
        "dp.cells": 613,
        "numPortBuffers": 43,
    },
    "synth": {
        "syn_area_per_cell_sq_um": 9.61,
        "async_flop_share": 0.581,
        "synth_seq_share": 0.421,
        "syn-cell-area_sq_um": 4000,
        "syn_inst": 416,
        "yosysUniqueCellTypes": 77,
        "ff_type": "dfrtp_1",
        "ys_ff": 62,
        "yosys_area_sq_um": 4000,
        "ys_cells": 416,
        "yosysWarnings": 1,
        "edf_count": 26,
    },
    "global_route": {
        "antenna_found_initial": 0,
        "grt.total_usage": 0.190,
        "grt_pass1_wl_um": 15100,
        "grt_pass1_vias": 3045,
        "grt_max_degree": 37,
        "gr-total-overflow": 0,
    },
    "floorplan": {
        "die_w_um": 102,
        "core_sq_um": 9730,
        "io_pins": 45,
        "fp_util": 0.411,
        "chip_area_sq_um": 10400,
        "rows": 36,
        "die_h_um": 102,
    },
    "final_layout": {
        "final_cell_mix": "clkdlybuf4s50_1, dfrtp_1, nand2_1",
        "syn2layout_area_growth_pct": 24.8,
        "final_common_cell": "clkdlybuf4s50_1",
        "final_cells": 630,
        "layout-drive-gt1-share": 0.127,
        "fillCellCount": 857,
    },
    "sta": {
        "final-hold-violation-count": 0,
        "skew_ns": 0.0126,
        "slew_headroom": 0.599,
        "setup_tns_ns": 0,
        "rsz0062_at_grt": "false",
        "final-max-slew-violation-count": 0,
        "period_needed_ns": 3.43,
        "tightest_slew_ns": 0.599,
        "setup_viol": 0,
        "hold-worst-slack_ns": 0.453,
        "fmax_mhz": 292,
        "finalCritPeriodShare": 0.927,
    },
    "worst_hold_path": {
        "worstHoldPathType": "primary input to asynchronous set/reset pin",
    },
    "cts": {
        "tritoncts": "built",
        "numClockSinks": 62,
        "cts_hold_buf": 0,
        "htree_levels": 3,
        "worstSkewPairLatency_ns": 0.34,
        "cts_made_buffers": 9,
        "cts-root-buf": "clkbuf_8",
        "clk_pin_slew_ns": 0.08,
        "cts_buffer_depth": 2,
    },
    "power": {
        "peakVddDrop_v": 0.000280,
        "powerDensity_nw_per_um2": 490,
        "power.leakage_nw": 1.97,
    },
    "job": {
        "cap_viol_max_count": 0,
        "tool_warnings": 37,
    },
    "run_status": {
        "outcome": "complete, no violations",
    },
}
[logic make-up after synthesis]
group,count (synthesis),share of synthesized area
xor gates and xnor gates,27,0.0591
adders and majority gates,17,0.0532
and+or+nand+nor,166,0.237
AOI/OAI and AO/OA,100,0.179
DFF,62,0.421
other,1,0.000938
muxes,5,0.0135
buffers and inverters,38,0.0372
[metal layers]
metal / up-vias / GRT usage
li1: 1683 / -
met2: 67 / 0.268
met1: 1598 / 0.324
met3: 4 / 0.0389
met5: - / 0
met4: 0 / 0.0165
[stage by stage]
| step | total power (W) | setup slack (ns) | instance area [sq um] | util |
|---|---|---|---|---|
| 4_1_cts | 0.00247 | 0.193 | 4970 | 0.511 |
| 3_5_place_dp | 0.00172 | 0.135 | 4720 | 0.485 |
| 5_1_grt | 0.00264 | 0.0142 | 4990 | 0.513 |
| 2_1_floorplan | 0.00137 | 0.432 | 4070 | - |
| 3_3_place_gp | 0.00171 | 0.150 | 4720 | 0.485 |
| 6_report | 0.00245 | 0.270 | 4990 | 0.513 |
[final cells by class]
type | instances | area (sq um) | share of cell area
sequential | 62 | 1690 | 0.338
clock inverter | 7 | 121 | 0.0243
multi-input combinational | 334 | 2250 | 0.450
tap | 133 | 166 | 0.0333
timing repair buffer | 60 | 553 | 0.111
inverter | 25 | 93.8 | 0.0188
clock buffer | 9 | 124 | 0.0248
[worst max-delay path, cell delays in order (launching register included)]
cell and delay [ns]:
dfrtp_1 0.58, and4_2 0.33, and3_1 0.27, xnor2_1 0.12, ha_1 0.26, a41o_1 0.23, a221o_2 0.38, o41ai_1 0.35
a21oi_1 0.16, nor3_2 0.29, mux2_2 0.37
[synthesized netlist by cell type (8+ instances only)]
master | count | share of area
nor3_1 | 14 | 0.018
and3_1 | 14 | 0.022
edfxtp_1 | 26 | 0.20
clkbuf_1 | 9 | 0.0084
nand3_1 | 13 | 0.016
nand2_1 | 29 | 0.027
xnor2_1 | 18 | 0.039
and2_1 | 8 | 0.013
nor2_1 | 28 | 0.026
o21ai_0 | 21 | 0.026
a21oi_1 | 21 | 0.026
nor4_1 | 10 | 0.016
xor2_1 | 9 | 0.020
dfrtp_1 | 36 | 0.23
inv_1 | 25 | 0.023
ha_1 | 17 | 0.053
[power by group]
group          internal (W)  switching [W]
clock network      0.000451       0.000279
registers          0.000837       0.000186
logic              0.000393       0.000300
[final timing paths]
path                                       endpoint  slack (ns)  depth (start not counted)
setup reg to reg           Minutes_o[4]$_DFFE_PN0P_        0.27                         10
hold / removal               milli_o[3]$_DFFE_PN0P_        0.45                          2
hold reg to reg            Minutes_o[0]$_DFFE_PN0P_        0.53                          1
max in group asynchronous    milli_o[2]$_DFFE_PN0P_        2.87                          2
setup / recovery           Minutes_o[4]$_DFFE_PN0P_        0.27                         10
min in group clk0          Minutes_o[0]$_DFFE_PN0P_        0.53                          1
[flip-flops by register name, indices dropped and copies added, names as in the netlist]
name / flops
clock: 26
milli_o: 12
Hours_o: 8
Minutes_o: 8
Seconds_o: 8
[repair_timing]
item                                    in CTS  in global routing
hold endpoints to repair                     0                  0
setup buffers                                0                  1
resized                                      0                  7
endpoints found under the setup margin       0                 12
Power is estimated from default activity; no workload was simulated.

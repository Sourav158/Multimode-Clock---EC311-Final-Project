==> /design/flow/design.v <==
`timescale 1ns / 1ps
module Timer_Clock(Button,Stop_Start,set,clk, resetn, Milli_o,Seconds_o,Minutes_o,Hours_o
    );
input Button,Stop_Start, clk, resetn;
input [5:0] set;
output reg [7:0]  Seconds_o, Minutes_o, Hours_o;
output reg [11:0]  Milli_o;
reg[25:0]clock;  
    initial begin
    Seconds_o <= 8'b00000000;
    Minutes_o <= 8'b00000000;
    Hours_o <= 8'b00000000;
    Milli_o <= 12'b000000000000;
    end    
always@(posedge clk or negedge resetn)begin
    if (!resetn)begin
    Seconds_o <= 8'b00000000;
    Minutes_o <= 8'b00000000;
    Hours_o <= 8'b00000000;
    Milli_o <= 12'b000000000000;
    end else if(set != 6'b000000) begin 
          clock <= clock + 1'b1;
       if(clock >= 25'd1000)begin
                clock <= 0;
               if(set == 6'b000001)begin
                        Seconds_o[3:0] <= Seconds_o[3:0] + 1'b1;
                        if(Seconds_o[3:0] == 4'b1001)begin
                            Seconds_o[3:0] <= 0;
                        end 
               end
               if(set == 6'b000010)begin
                    Seconds_o[7:4] <= Seconds_o[7:4] +1'b1;
                    if (Seconds_o[7:4] ==4'b0101)
                        Seconds_o[7:4] <=0;
               end  
               if(set == 6'b000100)begin
                                Minutes_o[3:0] <= Minutes_o[3:0] + 1'b1;
                                if(Minutes_o[3:0] == 4'b1001)begin
                                    Minutes_o[3:0] <= 0;
                                end
               end  
               if(set ==6'b001000)begin
                            Minutes_o[7:4] <= Minutes_o[7:4] + 1'b1;
                            if(Minutes_o[7:4] >= 4'b0101)begin
                               Minutes_o[7:4] <= 0;    
                            end
               end
                   if(set== 6'b010000) begin
                        Hours_o[3:0] = Hours_o[3:0]+1'b1;
                            if(Hours_o[7:0] >= 8'b00100100)begin
                                Hours_o[3:0] <=0;
                            end
                            if(Hours_o[3:0] == 4'b1010)begin
                                Hours_o[3:0] <=0;
                            end
               end 
               if(set ==6'b100000) begin
               Hours_o[7:4] = Hours_o[7:4]+1'b1;
                            if(Hours_o[7:4] == 4'b0010)begin
                                if(Hours_o[3:0]>=4'b0011)
                                Hours_o[3:0] <=0;
                            end
                            if(Hours_o[7:4]==4'b0011)
                                Hours_o[7:4] <= 0;
               end
       end
    end else begin
        if ((Stop_Start)&((Hours_o != 0)|(Minutes_o != 0)|(Seconds_o !=0)|(Milli_o != 0)))begin
            if(Milli_o[3:0] == 0)begin
            Milli_o[3:0] <= 4'b1001;
                if(Milli_o[7:4]== 0)begin
                     Milli_o[7:4] <= 4'b1001;       
                     if(Milli_o[11:8] == 0)begin
                        Milli_o[11:8] <= 4'b1001;
                        if(Seconds_o[3:0] == 0)begin
                            Seconds_o[3:0] <= 4'b1001;
                            if(Seconds_o[7:4] == 0)begin
                                Seconds_o[7:4] <= 4'b0101;
                                if(Minutes_o[3:0]==0)begin
                                    Minutes_o[3:0]<=4'b1001;
                                    if(Minutes_o[7:4] == 0)begin
                                        Minutes_o[7:4] = 4'b0101;
                                        if(Hours_o[3:0] == 0)begin
                                            Hours_o[3:0]<=4'b1001;
                                            Hours_o[7:4]<=Hours_o[7:4] - 1'b1;
                                        end else
                                          Hours_o[3:0] <= Hours_o[3:0] - 1'b1;  
                                    end else
                                        Minutes_o[7:4] <= Minutes_o[7:4] -1'b1; 
                                end else
                                    Minutes_o[3:0] <= Minutes_o[3:0] -1'b1;
                            end else
                                Seconds_o[7:4]<= Seconds_o[7:4] - 1'b1;
                        end else
                            Seconds_o[3:0] <= Seconds_o[3:0] - 1'b1;
                     end else
                        Milli_o[11:8] <= Milli_o[11:8]-1'b1;        
                end else
                    Milli_o[7:4] <= Milli_o[7:4] - 1'b1;
            end else
                Milli_o[3:0] <= Milli_o[3:0] - 1'b1;
        end
    end
end        
endmodule
==> /design/flow/run.sh <==
#!/bin/bash
# OpenROAD 26Q1-2900-gdf79404cd8, Yosys 0.63+post, stock flow scripts
make -C /OpenROAD-flow-scripts/flow DESIGN_CONFIG=/design/flow/config.mk WORK_HOME=/design/flow/orfs finish
==> /design/flow/config.mk <==
export PLATFORM = sky130hd
export DESIGN_NAME = Timer_Clock
export DESIGN_NICKNAME = Timer_Clock
export VERILOG_FILES = /design/flow/design.v
export SDC_FILE = /design/flow/constraint.sdc
export NUM_CORES = 4
export LEC_CHECK = 1
export CORE_UTILIZATION = 50
==> /design/flow/constraint.sdc <==
current_design Timer_Clock

set clk_period 2.9
set clk_io_pct 0.2

create_clock -name clk0 -period $clk_period [get_ports {clk}]

set non_clock_inputs [all_inputs -no_clocks]
set_input_delay [expr $clk_period * $clk_io_pct] -clock clk0 $non_clock_inputs
set_output_delay [expr $clk_period * $clk_io_pct] -clock clk0 [all_outputs]
==> reports/results.ini <==
[synth]
yosys_warnings=1
ys_seq_share_pct=43.6
synth.distinct_cells=68
flop_cell=dfrtp_1
ys_ff=62
synth-edff-count=26
syn_inst=411
yosys_cells=411
ys_chip_area_mm2=0.00386
avgSynthCellArea_um2=9.39
synth_area_mm2=0.00386
async_flop_share_pct=58.1

[clock_tree]
cts_sinks=62
clk_pin_slew_ns=0.07
tritoncts=built
htreeDepth=3
cts-resized-gates=0
holdBufCountCts=0
clockRootBuffer=clkbuf_8
cts_setup_buffers=0
clk_path_buf_depth=2
worstSkewPairLatency_ns=0.34
numCtsBuffers=9

[global_routing]
antenna_found_initial=0
grt-busiest-layer=met1
grt_pass1_wl_um=14300
globalRouteMet1Util_pct=39.1
met2_usage_pct=32.4
gr-usage-met3_pct=3.18
grt_pass1_vias=2969
grt_max_degree=37
grt_usage_pct=22.4
grt.overflow.total=0

[critical_path]
arrival_ns=3.03
worstPathRequired_ns=3.15
worstRegToRegCells=9
critPathMaxFanout=5
rrSetupSlack_ns=0.11
startpoint_type=register
critPathKind=register to register
cp-end-kind=register

[power]
fin_total_pwr_mw=3.32
leakage_nw=1.96
peakVddDrop_uv=386
p_per_area_mw_per_mm2=680

[timing]
rsz0062_at_grt=false
finalWorstSetupSlack_ns=0.115
fmax_mhz=359
hold_slack_ns=0.341
setup_violations=0
fin_crit_sh_pct=96.0
hold_viol=0
post-route-min-period_ns=2.79
drv_slew=0
fin_tns_setup_ns=0
fin_skew_ns=0.0128

[layout]
final_core_utilization_pct=66.2
lay_top_count=clkdlybuf4s50_1
area_growth_pct=26.5
drive_gt1_share_pct=14.1
layout_top_cells=43 x clkdlybuf4s50_1, 40 x buf_4, 37 x nand2_1
nFillCells=585

[routing]
viasPerCell=5.52
wl_per_cell_um=13.7
drt_iter0_drc=187
routed_wl_um=8260
antenna_left=0
vias=3327
drc=0
num_antenna_cells=0
drt_pass1_iterations=4

[floorplanning]
core_area_mm2=0.00737
die-height_um=89.9
fp_util_pct=52.4
boundaryPins=46
die_area_mm2=0.00807
fp.dieW_um=89.9
std_cell_rows=31

[run]
max-cap-violations=0
tool_warnings=37

[placement]
hpwl_um=5950
io_buffer_count=44
pre_cts_ws_ns=-0.183
gp_congestion=0.905

[worst_hold_path]
hp-class=input port to async pin

[outcome]
status=complete, no violations

state kept, by name, summed over array words and instances, names as in the netlist:
register and flops:
clock 26, Milli_o 12, Hours_o 8, Seconds_o 8, Minutes_o 8
cells by family after synthesis:
logic type               synth area share (%)
AND/OR/NAND/NOR                          24.5
AND-OR/OR-AND                            17.6
flip-flops                               43.6
buffers and inverters                    3.79
XOR/XNOR                                 4.77
adder cells (fa/ha/maj)                  4.22
multiplexers                             1.36
other                                  0.0972
synth_stat cells, drive strengths merged (3+ instances only):
| cell | number | area [um^2] |
|---|---|---|
| and2 | 4 | 25.0 |
| nand2 | 37 | 139 |
| or3 | 5 | 31.3 |
| edfxtp | 26 | 781 |
| nor3 | 13 | 70.1 |
| ha | 13 | 163 |
| xor2 | 7 | 61.3 |
| or4 | 11 | 90.1 |
| xnor2 | 14 | 123 |
| and3 | 7 | 43.8 |
| mux2i | 3 | 30.0 |
| o31ai | 6 | 45.0 |
| a31oi | 4 | 25.0 |
| o21ai | 22 | 110 |
| nand4 | 7 | 43.8 |
| o22ai | 4 | 31.3 |
| nor4 | 16 | 106 |
| a21oi | 20 | 100 |
| a211o | 4 | 35.0 |
| clkbuf | 15 | 57.6 |
| nor2 | 36 | 135 |
| o211ai | 6 | 45.0 |
| nand2b | 8 | 50.1 |
| nor2b | 5 | 31.3 |
| a211oi | 4 | 30.0 |
| dfrtp | 36 | 901 |
| nand3 | 15 | 75.1 |
| inv | 13 | 48.8 |
| buf | 7 | 40.0 |
final timing paths:
check / from / endpoint
worst max register to register: Minutes_o[4] / Seconds_o[2]
worst min-delay path: resetn / Milli_o[7]
worst min register to register: Milli_o[9] / Milli_o[9]
min in group clk0: Milli_o[9] / Milli_o[9]
worst max-delay path: Minutes_o[4] / Seconds_o[2]
max in group asynchronous: resetn / Minutes_o[4]
critical path: stages, from the launching register on:
cell	delay, ns
dfrtp_1	0.38
inv_1	0.09
ha_1	0.17
or3b_2	0.53
or4_4	0.53
o311ai_4	0.35
a221oi_1	0.18
buf_4	0.19
and3_1	0.16
o22ai_1	0.15
power breakdown:
group          total [mW]  internal, mW  switching, mW
combinational        1.25         0.705          0.540
clock               0.711         0.386          0.325
sequential           1.36          1.08          0.281
total                3.32          2.17           1.15
metrics by stage:
stage               cell area [um^2]  instances
floorplan                       3920        426
global placement                4700        588
detailed placement              4700        588
CTS                             4880        603
global route                    4880        603
finish                          4880        603
routing by layer:
metal	part of all wire, %	routed length [um]
met2	43	3560
met1	50	4140
met4	1.4	114
met3	5.3	436
met5	0	0
area by class of cell:
cell class | instances | area, um^2 | area share (%)
clock inverters | 5 | 51.3 | 1.05
well taps | 99 | 124 | 2.54
repair buffers | 85 | 756 | 15.5
clock buffers | 10 | 128 | 2.61
flip-flops and latches | 62 | 1680 | 34.5
inverters | 13 | 48.8 | 1.00
multi-input cells | 329 | 2090 | 42.9
No activity file was given, so power comes from the tool's default toggle rates.
